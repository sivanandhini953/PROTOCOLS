==> ./design.v <==
module i2c_master (
  input rst,
  input sys_clk,
  input [7:0] din,
  input [6:0] addr,
  input rw,
  output scl,
  inout sda,
  output reg i2c_clk = 0,
  input en
);
  parameter IDLE = 3'b000;
  parameter START = 3'b001;
  parameter ADDR = 3'b010;
  parameter RW = 3'b011;
  parameter ACK1 = 3'b100;
  parameter DATA = 3'b101;
  parameter ACK2 = 3'b110;
  parameter STOP = 3'b111;
  reg [2:0] state, next;
  reg scl_en, sda_en, sda_reg;
  reg [3:0] count;
  reg [7:0] addr_reg, data_reg;
  reg [2:0] clk_divider = 0;
  assign scl = scl_en ? i2c_clk : 1'b1;
  assign sda = sda_en ? sda_reg : 1'bz;
  always @(posedge sys_clk) begin
    if (clk_divider == 4) begin
      i2c_clk <= ~i2c_clk;
      clk_divider <= 0;
    end else begin
      clk_divider <= clk_divider + 1;
    end
  end
  always @(posedge i2c_clk or negedge rst) begin
    if (!rst)
      state <= IDLE;
    else
      state <= next;
  end
  always @(*) begin
    case (state)
      IDLE: next = en ? START : IDLE;
      START: next = ADDR;
      ADDR: next = (count == 8) ? ACK1 : ADDR;
      RW: next = ACK1;
      ACK1: next = DATA;
      DATA: next = (count == 8) ? ACK2 : DATA;
      ACK2: next = STOP;
      STOP: next = IDLE;
      default: next = IDLE;
    endcase
  end
  always @(*) begin
    case (state)
      IDLE: begin scl_en = 0; sda_en = 1; sda_reg = 1; end
      START: begin scl_en = 0; sda_en = 1; sda_reg = 0; end
      ADDR, RW, DATA: begin scl_en = 1; sda_en = 1; end
      ACK1, ACK2: begin scl_en = 1; sda_en = 0; end   
      STOP: begin scl_en = 1; sda_en = 1; sda_reg = 1; end
    endcase
  end
  always @(posedge i2c_clk) begin
    case (state)
      START: begin
        addr_reg <= {addr, rw};
        count <= 7;
      end
      ADDR: begin
        if (count == 0)
          count <= 8;
        else begin
          sda_reg <= addr_reg[count];
          count <= count - 1;
        end
      end
      ACK1: count <= 7;
      DATA: begin
        if (count == 0)
          count <= 8;
        else begin
          sda_reg <= din[count];
          count <= count - 1;
        end
      end
    endcase
  end
endmodule
==> ./run.sh <==
#!/bin/bash
# OpenROAD 26Q1-2900-gdf79404cd8, Yosys 0.63+post, stock flow scripts
make -C /OpenROAD-flow-scripts/flow DESIGN_CONFIG=/design/flow/config.mk WORK_HOME=/design/flow/orfs finish
==> ./config.mk <==
export PLATFORM = sky130hd
export DESIGN_NAME = i2c_master
export DESIGN_NICKNAME = i2c_master
export VERILOG_FILES = /design/flow/design.v
export SDC_FILE = /design/flow/constraint.sdc
export NUM_CORES = 4
export LEC_CHECK = 1
export CORE_AREA = 10 10 86 86
export DIE_AREA = 0 0 96 96
==> ./constraint.sdc <==
current_design i2c_master

set clk_period 1.5
set clk_io_pct 0.2

create_clock -name clk0 -period $clk_period [get_ports {sys_clk}]

set non_clock_inputs [all_inputs -no_clocks]
set_input_delay [expr $clk_period * $clk_io_pct] -clock clk0 $non_clock_inputs
set_output_delay [expr $clk_period * $clk_io_pct] -clock clk0 [all_outputs]
==> Changelog: implementation <==
### Implementation results

- Outcome: aborted with a tool error
- Stage reached: synthesis
- Log Error: ERROR: Found 1 problems in 'check -assert'.
- Synth unique cells: 31
- MUX share of area: 0.124
- Simple share: 0.104
- Synth logic family: multiplexers
- Yosys-reported design area after synthesis: 0.00105 mm^2
- Post-synthesis compound-gate area fraction: 0.0714
- Flops out of synthesis: 25
- Ys Warns: 2
- Yosys xor share: 0
- Cells in synth_stat.txt: 68
- Yosys adder share: 0.0238
-- cells by family after synthesis --
| family | Yosys count |
|---|---|
| DFF | 24 |
| and+or+nand+nor | 17 |
| AOI/OAI and AO/OA | 10 |
| buffers and inverters | 8 |
| muxes | 6 |
| adders and majority gates | 2 |
| latches | 1 |
-- cells in the mapped netlist --
cell,n,share of area
nor2_1,4,0.014
mux4_1,2,0.050
buf_2,2,0.0095
edfxtp_1,14,0.40
o22a_2,1,0.0095
or4_2,2,0.017
and2_2,1,0.0071
mux4_2,3,0.064
o22ai_1,1,0.0060
o31ai_1,1,0.0071
nor3_1,1,0.0048
or4b_2,1,0.0095
nand2b_1,1,0.0060
nor4b_1,1,0.0083
nor2b_1,1,0.0060
mux2i_1,1,0.0095
inv_1,5,0.018
and2_1,3,0.018
dlxtn_1,1,0.014
o31a_1,1,0.0083
nand3b_1,1,0.0071
dfrtp_1,6,0.14
dfstp_2,1,0.025
ha_1,2,0.024
o21ai_0,2,0.0095
buf_6,1,0.011
a21o_2,1,0.0083
a2bb2oi_1,1,0.0083
nor4_1,1,0.0060
a21o_1,2,0.014
dfxtp_1,3,0.057
